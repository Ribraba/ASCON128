## design/flow/run.sh

```bash
#!/bin/bash
# OpenROAD 26Q1-2900-gdf79404cd8, Yosys 0.63+post, stock flow scripts
make -C /OpenROAD-flow-scripts/flow DESIGN_CONFIG=/design/flow/config.mk WORK_HOME=/design/flow/orfs finish
```

## design/flow/config.mk

```make
export PLATFORM = sky130hd
export DESIGN_NAME = FSM
export DESIGN_NICKNAME = FSM
export VERILOG_FILES = /design/flow/design.v
export SDC_FILE = /design/flow/constraint.sdc
export NUM_CORES = 4
export LEC_CHECK = 1
export CORE_AREA = 10 10 83 83
export DIE_AREA = 0 0 93 93
```

## design/flow/constraint.sdc

```tcl
current_design FSM

set clk_period 2.2
set clk_io_pct 0.2

create_clock -name clk0 -period $clk_period [get_ports {clock_i}]

set non_clock_inputs [all_inputs -no_clocks]
set_input_delay [expr $clk_period * $clk_io_pct] -clock clk0 $non_clock_inputs
set_output_delay [expr $clk_period * $clk_io_pct] -clock clk0 [all_outputs]
```

## design/flow/design.v

```verilog
module FSM (
    input logic clock_i,
    input logic resetb_i,
    input logic start_i,
    input logic data_valid_i, 
    input logic [3:0] round_i,  
    input logic [3:0] cpt_block_i,  
    output logic data_sel_o,  
    output logic en_xor_key_begin_o,
    output logic en_xor_data_begin_o,
    output logic en_xor_key_end_o,
    output logic en_xor_lsb_end_o,
    output logic en_reg_state_o,
    output logic en_cipher_o,
    output logic en_tag_o,
    output logic en_cpt_round_o,  
    output logic init_p12_o,  
    output logic init_p6_o,  
    output logic en_cpt_block_o,  
    output logic init_cpt_block_o,  
    output logic end_o,
    output  logic cipher_valid_o
);
typedef enum {
    attente, conf_init, init_rd0, init_rd1_to_rd10, init_rd11, 
    attente_da, da_rd0, da_rd1_to_rd4, da_rd5,
    attente_pt, pt_bloc0_to_bloc1, pt_rd1, pt_rd2_to_rd5, pt_attente_cipher, pt_C3,
    final_init, final_rd0, final_rd1_to_rd10, final_rd11, fin_final
} state_t;
state_t current_state, next_state;
always_ff @(posedge clock_i or negedge resetb_i) begin
    if (!resetb_i)
        current_state <= attente;
    else
        current_state <= next_state;
end
always_comb begin
    case (current_state)
        attente: next_state = start_i ? conf_init : attente;
        conf_init: next_state = data_valid_i ? init_rd0 : attente;
        init_rd0: next_state = init_rd1_to_rd10;
        init_rd1_to_rd10: next_state = (round_i == 10) ? init_rd11 : init_rd1_to_rd10;
        init_rd11: next_state = attente_da;
        attente_da: next_state = data_valid_i ? da_rd0 : attente_da;
        da_rd0: next_state = da_rd1_to_rd4;
        da_rd1_to_rd4: next_state = (round_i == 10) ? da_rd5 : da_rd1_to_rd4;
        da_rd5: next_state = attente_pt;
        attente_pt: next_state = data_valid_i ? pt_bloc0_to_bloc1 : attente_pt;
        pt_bloc0_to_bloc1: 
            if (cpt_block_i == 2)
                next_state = pt_C3;
            else 
                next_state = pt_rd1;
        pt_rd1:
            next_state = pt_rd2_to_rd5;
        pt_rd2_to_rd5:
            if (round_i == 10)
                next_state = pt_attente_cipher;
            else 
                next_state = pt_rd2_to_rd5;
        pt_attente_cipher: next_state = pt_bloc0_to_bloc1;
        pt_C3: next_state = final_init;
        final_init: next_state = final_rd0;
        final_rd0: next_state = final_rd1_to_rd10;
        final_rd1_to_rd10: next_state = (round_i == 10) ? final_rd11 : final_rd1_to_rd10;
        final_rd11: next_state = fin_final;
        fin_final: next_state = fin_final;
        default: next_state = attente;
    endcase
end
always_comb begin
    data_sel_o = 0; 
    en_xor_key_begin_o = 0; 
    en_xor_data_begin_o = 0; 
    en_xor_key_end_o = 0;
    en_xor_lsb_end_o = 0; 
    en_reg_state_o = 0; 
    en_cipher_o = 0; 
    en_tag_o = 0;
    en_cpt_round_o = 0; 
    init_p12_o = 0; 
    init_p6_o = 0; 
    en_cpt_block_o = 0; 
    init_cpt_block_o = 0;
    cipher_valid_o = 0;
    end_o = 0;
    case (current_state)
        conf_init: begin
            en_cpt_round_o = 1; 
            init_p12_o = 1; 
        end
        init_rd0: begin
            en_cpt_round_o = 1; 
            en_reg_state_o = 1;
        end
        init_rd1_to_rd10: begin
            en_cpt_round_o = 1; 
            en_reg_state_o = 1;
            data_sel_o = 1;
        end
        init_rd11: begin
            en_reg_state_o = 1;
            data_sel_o = 1;
            en_xor_key_end_o = 1;
        end
        attente_da: begin
            en_cpt_round_o = 1; 
            init_p6_o = 1; 
            data_sel_o = 1; 
        end
        da_rd0: begin
            data_sel_o = 1; 
            en_xor_data_begin_o = 1; 
            en_reg_state_o = 1;
            en_cpt_round_o = 1; 
        end
        da_rd1_to_rd4: begin
            data_sel_o = 1; 
            en_reg_state_o = 1;
            en_cpt_round_o = 1;
        end
        da_rd5: begin
            data_sel_o = 1; 
            en_xor_lsb_end_o = 1;
            en_reg_state_o = 1;
        end
        pt_bloc0_to_bloc1: begin
            data_sel_o = 1; 
            en_cpt_round_o = 1; 
            init_p6_o = 1;
            en_cpt_block_o = 1;
        end
        pt_rd1: begin
            data_sel_o = 1;
            en_xor_data_begin_o = 1;
            en_cipher_o = 1;
            en_reg_state_o = 1;
            en_cpt_round_o = 1; 
        end
        pt_rd2_to_rd5: begin
            data_sel_o = 1;
            en_reg_state_o = 1;
            en_cpt_round_o = 1; 
            cipher_valid_o = 1;
        end
        pt_attente_cipher: begin
            data_sel_o = 1;
            en_reg_state_o = 1;
        end
        pt_C3: begin
            data_sel_o = 1;
            en_xor_data_begin_o = 1;
            en_cipher_o = 1;
            cipher_valid_o = 1;
        end
        final_init: begin
            data_sel_o = 1; 
            cipher_valid_o = 1;
            en_cpt_round_o = 1;
            init_p12_o = 1;
        end
        final_rd0: begin
            data_sel_o = 1; 
            en_xor_key_begin_o = 1; 
            en_xor_data_begin_o = 1;  
            cipher_valid_o = 1;
            en_reg_state_o = 1;
            en_cpt_round_o = 1;
        end
        final_rd1_to_rd10: begin
            data_sel_o = 1;
            en_reg_state_o = 1;
            en_cpt_round_o = 1;
        end
        final_rd11: begin
            data_sel_o = 1;
            en_reg_state_o = 1;
            en_xor_key_end_o = 1;
            en_cpt_round_o = 1;
            en_tag_o = 1;
        end
        fin_final: begin
            data_sel_o = 1;
            end_o = 1;
        end
    endcase
end
endmodule : FSM
```

==> results.cfg <==
; implementation run metrics
[floorplan]
die_w_um = 93
rows = 26
coreArea_sq_um = 5140
dieArea_sq_um = 8650
fp_util_pct = 14.9
fp.dieH_um = 93
top_level_ports = 27

[clock_network]
cts_hold_buf = 0
clk_latency_ns = 0.22
clockBufferDepth = 2
clkSlewWorstSetupHoldPaths_ns = 0.03
cts_root_buf = clkbuf_8
cts-buffers-inserted = 3
cts_tree = yes
cts.sinks = 5
ctsHtreeMaxLevel = 1

[grt]
grt_start_max_net_pins = 14
grt_pass1_wl_um = 4460
overflow = 0
grtUsageTotal_pct = 6.11
antenna_found_initial = 0
grt_pass1_vias = 911

[placed_design]
hpwl_um = 2060
place_inst = 202
io_buffers = 25
gp_congestion = 0.860

[critical_path]
critPathLaunchType = register
crit_type = register to output pin
required_ns = 1.76
crit_fanout = 8
ff2ff_path_depth = 7
crit_path_end = data_sel_o
startpoint = current_state[0]
r2r_end = current_state[0]
rrSetupSlack_ns = 0.60
cp.arrival_ns = 1.75
critPathCaptureType = output pin
reg2reg_from = current_state[1]

[synth]
ys_seq_share_pct = 16.3
ys_top_cells_by_area = dfrtp_1, ha_1, a21oi_1
netlist_instances = 100
synth_area_per_cell_sq_um = 7.68
yosys.area.top_type_share_pct = 16.3
numSynthFlops = 5
ys_warn_count = 1
netlist_area_sq_um = 768
top_area_cell = dfrtp_1
synth_cell_type_count = 42
ys_cells = 100
yosysChipArea_sq_um = 768

[power_and_ir_drop]
p_int_mw = 0.722
comb_power_share_pct = 75.2
power_density_nw_per_um2 = 875
switching_power_mw = 0.488
p_sw_share_pct = 40.3
p_clk_share_pct = 13.7
ir_drop_mv = 0.366
seq_power_share_pct = 11.2
total_leakage_power_nw = 0.559

[layout]
largest_register = current_state
area_growth_pct = 80.0
lay_top_cells = clkdlybuf4s50_1, buf_4, nand2_1
drive_gt1_share_pct = 37.9
mostFrequentLayoutCell = clkdlybuf4s50_1
instances_no_fill = 210
reg_top3 = current_state x5
largest_register_ffs = 5

[job]
max_cap_violations = 0
warning_count = 33

[hold_path]
hold_class = input pin to async pin

[outcome]
status = finished, final reports clean

[sta]
fin_crit_ns = 2.19
drv_slew = 0
skew_ns = 0.00151
final-hold-violation-count = 0
rsz0062_at_grt = yes
finalSetupViolCount = 0
fin_setup_tns_ns = 0
finalClockPeriodUsage_pct = 99.4
max_freq_mhz = 457

[drt]
wirelength_um = 2690
drtIter0Drc = 85
antenna_cells = 0
remaining_drc_errors = 0
num_vias = 908
viasPerCell = 4.32
routedWlPerCell_um = 12.8
ant_nets = 0
firstDrtPassIters = 4
-- cell families (layout without fill, tap and decap cells) --
group / after synthesis / after routing / share of synthesized area, %
mux: 3 / 3 / 4.07
simple gates: 36 / 36 / 28.3
compound gates: 29 / 29 / 25.7
other cells: 1 / 1 / 0.488
xor+xnor: 2 / 2 / 2.28
flops: 5 / 5 / 16.3
buf+inv: 17 / 57 / 11.4
fa+ha+maj: 7 / 7 / 11.4
-- critical path: stages (launching register included) --
cell and delay, ns:
dfrtp_1 0.37, buf_4 0.17, ha_4 0.19, nor3_2 0.17, a21oi_2 0.05, o22a_1 0.17
clkdlybuf4s50_1 0.41
-- through the flow --
stage / area (sq um) / utilization, % / setup slack (ns) / total power, mW / hold slack, ns
floorplan: 768 / - / 0.488 / 0.538 / 0.144
global placement: 1180 / 23.1 / 0.0248 / 0.869 / 0.677
detailed placement: 1180 / 23.1 / -0.00107 / 0.865 / 0.680
CTS: 1300 / 25.4 / -0.00407 / 1.15 / 0.444
global route: 1380 / 26.9 / -0.105 / 1.33 / 0.447
finish: 1380 / 26.9 / 0.0132 / 1.21 / 0.442
-- layout make-up --
class | count | area [sq um]
clock buffer | 4 | 45.0
fill | 574 | 3760
inverter | 7 | 26.3
multi-input combinational | 78 | 668
sequential | 5 | 129
tap | 70 | 87.6
timing repair buffer | 46 | 427
-- synth_stat cells --
master     n
nor2b_1    2
dfrtp_1    5
o21ai_0    3
a31oi_1    3
a21o_1     1
nand3_1    2
o22a_1     1
nor2_1     5
and4bb_2   1
nor4b_1    1
o31ai_1    2
nor3_1     4
buf_6      1
a22oi_1    1
nor2_4     1
nand2_1    7
o21a_1     1
mux2_2     1
mux2i_1    2
a21oi_1    7
nand2b_1   4
conb_1     1
nand3b_1   2
buf_2      1
a32oi_1    1
o211ai_2   1
o32ai_1    1
inv_2      1
ha_1       7
o22ai_1    5
a22o_1     1
or3b_4     1
and3_1     1
buf_4      4
nand4_1    1
xnor2_1    2
nor4_1     2
inv_1      6
nor3_2     1
nand4bb_1  1
clkbuf_1   4
o22ai_2    1
-- worst min-delay path by stage --
stage,slack (ns),start,cells after the start,to
after CTS,0.44,resetb_i,1,current_state[1]
after global routing,0.45,resetb_i,1,current_state[1]
final,0.44,resetb_i,1,current_state[1]
-- repair_timing --
| action | CTS | global route |
|---|---|---|
| gates resized | 20 | 16 |
| endpoints found under the setup margin | 12 | 8 |
| gates cloned | 0 | 0 |
| pin swaps | 2 | 3 |
| setup buffers | 1 | 3 |
-- power groups by stage --
| stage | clock network (mW) | registers (mW) | logic, mW |
|---|---|---|---|
| CTS | 0.173 | 0.135 | 0.841 |
| finish | 0.165 | 0.135 | 0.910 |
| global route | 0.185 | 0.139 | 1.00 |
-- metal layers --
| layer | vias to the layer above | routed length (um) | global-route usage [%] |
|---|---|---|---|
| li1 | 442 | - | - |
| met1 | 418 | 1160 | 8.42 |
| met2 | 46 | 1180 | 9.17 |
| met3 | 2 | 314 | 2.10 |
| met4 | 0 | 30 | 0.900 |
| met5 | - | 0 | 0 |
Power is estimated from default activity; no workload was simulated.
